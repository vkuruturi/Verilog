<file path="./config.mk">
export PLATFORM = sky130hd
export DESIGN_NAME = ALU
export DESIGN_NICKNAME = ALU
export VERILOG_FILES = /design/flow/design.v
export SDC_FILE = /design/flow/constraint.sdc
export NUM_CORES = 4
export LEC_CHECK = 1
export CORE_UTILIZATION = 30
</file>
<file path="./design.v">
module ALU (in_A, in_B, mode, out, carry_in, carry_out, enable,zero_flag);
	parameter WIDTH = 32;	 
	input [WIDTH-1:0] in_A;	 
	input [WIDTH-1:0] in_B;	 
	input [2:0] mode;	 
	input enable;			 
	input carry_in;			 
	output reg carry_out;		 
	output reg [WIDTH-1:0] out;	 
	output reg zero_flag;		 
	reg [WIDTH-1:0] temp;
	reg [WIDTH:0] add_tmp;
	always @(*) begin
		if(enable == 0) begin
			case(mode)
				0: begin
					carry_out = carry_in;
					out = in_A & in_B;
				end
				1: begin
					carry_out = carry_in;
					out = in_A | in_B;
				end
				2: begin
					carry_out = carry_in;
					out = in_A ^ in_B;
				end
				3: begin
					 carry_out = in_A[31];
					 out = in_A << 1;
					 out[0] = carry_in;
				end
				4: begin
					 carry_out = in_A[0];
					 out = in_A >> 1;
					 out[31] = carry_in;
				end
				5: begin
					 carry_out = carry_in;
					 out = ~in_A;
				end
				default: begin
					if (mode == 6) begin
						temp = -in_B;
					end
					else begin
						 temp = in_B;
					end
					add_tmp = in_A + in_B;  
	  				out = add_tmp[WIDTH-1:0];  
	  				carry_out  = add_tmp[WIDTH]; 
				end
			endcase
		end
		if (out == 0) begin
			zero_flag = 1;
		end
		else begin zero_flag = 0; end
	end
endmodule  
</file>
<file path="./constraint.sdc">
current_design ALU

set clk_period 13.0
set clk_io_pct 0.2

create_clock -name clk0 -period $clk_period

set non_clock_inputs [all_inputs -no_clocks]
set_input_delay [expr $clk_period * $clk_io_pct] -clock clk0 $non_clock_inputs
set_output_delay [expr $clk_period * $clk_io_pct] -clock clk0 [all_outputs]
</file>
<file path="./run.sh">
#!/bin/bash
# OpenROAD 26Q1-2900-gdf79404cd8, Yosys 0.63+post, stock flow scripts
make -C /OpenROAD-flow-scripts/flow DESIGN_CONFIG=/design/flow/config.mk WORK_HOME=/design/flow/orfs finish
</file>
==> job_summary.md <==
### Metrics collected by this job

| Metric | Value |
|---|---|
| Register pins left without a clock | 33 |
| Syn avg cell area | just over 7 sq um |
| Gates resized, CTS repair | 0 |
| Delay-heaviest family, CP | buffers and inverters |
| DIE WIDTH | 130 um |
| Worst-path maximum fanout | approximately 50 |
| Residual DRC | 0 |
| Share of async-settable or async-resettable flops after synthesis | 0 |
| DRT antenna net count | 0 |
| HPWL Detailed | approximately 13000 um |
| CP endpoint kind | primary output |
| Cells after Synth | 680 |
| Period utilization | 0.763 |
| CP required | 10.40 ns |
| Sw power | around 0.13 mW |
| Grt ovf | 0 |
| # diodes | 0 |
| Power Density | approximately 40 nW/um^2 |
| Synth Flop Type | dlxtn_1 |
| Commonest Layout Cell | clkdlybuf4s50_1 |
| Arr. time, crit path | between 7 and 8 ns |
| Port Buf Inserts | 103 |
| Largest net degree at the start of global routing | roughly 64 |
| Antenna violations before repair | 0 |
| Row cnt | around 46 |
| Final hold violation count | 0 |
| Vias post-DR | between 5000 and 6000 |
| Count of pins over their slew limit | 0 |
| Status | completed |
| Sequential Power Share | 0.069 |
| GRT Overall Usage | 0.198 |
| Combinational power share | 0.931 |
| Crit path from | mode[1] |
| Rel. slew slack | 0.459 |
| Post-route minimum period | slightly below 10 ns |
| Unique masters post-synth | approximately 74 |
| Initial DRT Pass Iterations | 5 |
| # Post-CTS Setup Buffers | 0 |
| Drt via density | 5.59 |
| Post-Syn Area | between 4000 and 5000 sq um |
| Max VDD drop | roughly 12 uV |
| Layout area overhead | 23.4% |
| Leakage | around 2.7 nW |
| Core Region | 15900 sq um |
| Drt first-iter violations | ~610 |
| Die Span Y | about 130 um |
| Sw frac | 0.520 |
| First-pass GRT wire length | roughly 26000 um |
| Yosys warnings | 1 |
| FF+latch area | 495 sq um |
| CP Launch Type | input pin |
| Worst Max-Slew Pin Slew | about 0.81 ns |
| Max incr delay on CP | ~0.54 ns |
| Vias in the first global route | approximately 5000 |
| YS chip area | 4930 sq um |
| # Cells Yosys | 680 |
| WL final | approximately 17000 um |
| TNS Setup | 0 ns |
| Crit path buf inv count | 5 |
| RSZ-0062 raised after global routing | no |
| Crit-path slowest cell | clkinv_1 |
| DR WL/cell | roughly 17 um |
| OpenROAD warnings | 64 |
| Fmax | 101 MHz |
| Die Size | 17000 sq um |
| IO Count | slightly above 100 |
| EDFF count, synth | 0 |
| Pint | ~0.12 mW |
| Initial Util | 0.309 |
| Hold path start | mode[0] |
| Clock power frac | 0 |
| MI comb area | 3930 sq um |
| Total chip power | about 0.24 mW |
| Cts hold-fix bufs | 0 |
| Crit path cell chain | clkdlybuf4s50_1 -> buf_4 -> clkinv_1 -> buf_4 -> nand2_1 -> o211ai_1 -> or3_1 -> or4b_1 -> nor4_1 -> nand4bb_1 -> nor4_1 -> nand4b_1 -> nor4_2 -> clkdlybuf4s50_1 |
| Fill count | around 1700 |
| Max-cap violation count | 0 |
| #FFs+latches synth | 33 |
| Ratio of cells with drive above 1 in the final layout | 0.0428 |
| Most frequent cells in the layout | clkdlybuf4s50_1, inv_1, ha_1 |
| Routability cong. | 0.946 |
| Finish-stage setup viols | 0 |
| Critical path class | input pin to primary output |
| Final Hold Slack | 6.32 ns |
| Worst hold path type | input pin to primary output |
| Endpoints left unconstrained | 66 |
## sequential cells by signal (all words and copies together) (netlist names)
name	cells
out	32
carry_out	1
## power groups by stage
stage / Combinational [mW] / Clock [mW] / Sequential (mW)
6_report: 0.228 / 0 / 0.0167
5_1_grt: 0.249 / 0 / 0.0174
4_1_cts: 0.225 / 0 / 0.0169
## per-layer routing
metal  up-vias  GRT usage  share of wire
met5         -          0              0
met4         0     0.0342          0.017
met3        20     0.0213          0.090
met2       281      0.310           0.44
met1      2440      0.296           0.45
li1       2640          -              -
## worst min-delay path, stage by stage
cell	delay [ns]
buf_2	0.22
nor2_1	0.10
nor2_1	0.09
o21ai_0	0.08
nand4_1	0.17
nor4_2	0.07
clkdlybuf4s50_1	0.39
## per-stage QoR
step	instance area (sq um)	instances	utilization	setup slack, ns
after detailed placement	6090	963	0.382	3.15
final	6090	963	0.382	3.08
after CTS	6090	963	0.382	3.12
after global placement	6090	963	0.382	3.23
after floorplan	4930	680	-	5.08
after global routing	6090	963	0.382	2.75
## worst paths after layout
kind	end	slack, ns	cells after the start
hold / removal	zero_flag	6.32	7
setup / recovery	zero_flag	3.08	14
## cell usage after synthesis (5+ instances only)
| cell type | count | area (sq um) |
|---|---|---|
| and3_1 | 7 | 43.8 |
| o32ai_1 | 5 | 43.8 |
| nand2_1 | 39 | 146 |
| a21oi_1 | 47 | 235 |
| o21ai_0 | 42 | 210 |
| o22a_1 | 10 | 87.6 |
| or3_1 | 7 | 43.8 |
| clkbuf_1 | 24 | 90.1 |
| a22oi_1 | 6 | 45.0 |
| mux4_2 | 6 | 135 |
| a21o_1 | 15 | 113 |
| nand2b_1 | 6 | 37.5 |
| dlxtn_1 | 33 | 495 |
| nand3_1 | 12 | 60.1 |
| o22ai_1 | 17 | 106 |
| inv_1 | 79 | 297 |
| a221oi_1 | 9 | 78.8 |
| ha_1 | 64 | 801 |
| o221ai_1 | 6 | 52.6 |
| nor2b_1 | 6 | 37.5 |
| nor3_1 | 11 | 55.1 |
| xnor2_1 | 10 | 87.6 |
| a31oi_1 | 12 | 75.1 |
| buf_2 | 10 | 50.1 |
| o211ai_1 | 9 | 67.6 |
| nor2_1 | 41 | 154 |
| a211oi_1 | 13 | 97.6 |
| mux2i_1 | 38 | 380 |
| buf_1 | 5 | 18.8 |
| o21a_1 | 6 | 45.0 |
## cell families (layout without fill, tap and decap cells)
family,Yosys count,in the layout,share of synthesized area
multiplexers,47,47,0.111
XOR/XNOR,14,14,0.0249
buffers and inverters,127,194,0.104
AND/OR/NAND/NOR,155,155,0.159
latches,33,33,0.100
adder cells (fa/ha/maj),65,65,0.166
AND-OR/OR-AND,239,239,0.334
## layout make-up
type                            instances  area share
Multi-Input combinational cell        520       0.645
Timing Repair Buffer                  112       0.179
Sequential cell                        33      0.0814
Inverter                               82      0.0506
Tap cell                              216      0.0444
Power and IR drop assume default switching activity.
